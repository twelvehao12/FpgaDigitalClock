==> flow/run.sh <==
#!/bin/bash
# OpenROAD 26Q1-2900-gdf79404cd8, Yosys 0.63+post, stock flow scripts
make -C /OpenROAD-flow-scripts/flow DESIGN_CONFIG=/design/flow/config.mk WORK_HOME=/design/flow/orfs finish
==> flow/config.mk <==
export PLATFORM = sky130hd
export DESIGN_NAME = seg_led
export DESIGN_NICKNAME = seg_led
export VERILOG_FILES = /design/flow/design.v
export SDC_FILE = /design/flow/constraint.sdc
export NUM_CORES = 4
export LEC_CHECK = 1
export CORE_UTILIZATION = 40
==> flow/constraint.sdc <==
current_design seg_led

set clk_period 4.6
set clk_io_pct 0.2

create_clock -name clk0 -period $clk_period [get_ports {clk}]

set non_clock_inputs [all_inputs -no_clocks]
set_input_delay [expr $clk_period * $clk_io_pct] -clock clk0 $non_clock_inputs
set_output_delay [expr $clk_period * $clk_io_pct] -clock clk0 [all_outputs]
==> flow/design.v <==
module binary2bcd(
    input wire sys_clk,
    input wire sys_rst_n,
    input wire [19:0] data,
    output reg [23:0] bcd_data
    );
    parameter CNT_SHIFT_NUM = 7'd20;
    reg [6:0] cnt_shift;
    reg [43:0] data_shift;
    reg shift_flag;
    always @(posedge sys_clk or negedge sys_rst_n) begin
        if (!sys_rst_n) begin
            cnt_shift <= 7'd0;
        end
        else if ((cnt_shift == CNT_SHIFT_NUM + 1) && (shift_flag)) begin
            cnt_shift <= 7'd0;
        end
        else if (shift_flag) begin
            cnt_shift <= cnt_shift + 1'b1;
        end
        else begin
            cnt_shift <= cnt_shift;
        end
    end
    always @(posedge sys_clk or negedge sys_rst_n) begin
        if (!sys_rst_n) begin
            data_shift <= 44'd0;
        end
        else if (cnt_shift == 7'd0) begin
            data_shift <= {24'b0, data};
        end
        else if ((cnt_shift <= CNT_SHIFT_NUM) && (!shift_flag)) begin
            data_shift[23:20] <= (data_shift[23:20] > 4)
            ? (data_shift[23:20] + 2'd3):(data_shift[23:20]);
            data_shift[27:24] <= (data_shift[27:24] > 4)
            ? (data_shift[27:24] + 2'd3):(data_shift[27:24]);
            data_shift[31:28] <= (data_shift[31:28] > 4)
            ? (data_shift[31:28] + 2'd3):(data_shift[31:28]);
            data_shift[35:32] <= (data_shift[35:32] > 4)
            ? (data_shift[35:32] + 2'd3):(data_shift[35:32]);
            data_shift[39:36] <= (data_shift[39:36] > 4)
            ? (data_shift[39:36] + 2'd3):(data_shift[39:36]);
            data_shift[43:40] <= (data_shift[43:40] > 4)
            ? (data_shift[43:40] + 2'd3):(data_shift[43:40]);
        end
        else if ((cnt_shift <= CNT_SHIFT_NUM) && (shift_flag)) begin
            data_shift <= data_shift << 1;
        end
        else begin
            data_shift <= data_shift;
        end
    end
    always @(posedge sys_clk or negedge sys_rst_n) begin
        if (!sys_rst_n) begin
            shift_flag <= 1'b0;
        end
        else begin
            shift_flag <= ~shift_flag;
        end
    end
    always @(posedge sys_clk or negedge sys_rst_n) begin
        if (!sys_rst_n) begin
            bcd_data <= 24'd0;
        end
        else if (cnt_shift == CNT_SHIFT_NUM + 1) begin
            bcd_data <= data_shift[43:20];
        end
        else begin
            bcd_data <= bcd_data;
        end
    end
endmodule
module seg_led(
    input clk,
    input rst_n,
    input [19:0] data,
    input [5:0] point,
    input en,
    input sign,
    output reg [5:0] seg_sel,
    output reg [7:0] seg_led
    );
    localparam MAX_NUM = 50_000;
    reg [23:0] bcd_data_t;
    reg [15:0] cnt_1ms;
    reg cnt_1ms_flag;
    reg [2:0] cnt_sel;
    reg [3:0] bcd_data_disp;
    reg dot_disp;
    wire [23:0] bcd_data;
    always @(posedge clk or negedge rst_n) begin
        if (!rst_n) begin
            bcd_data_t <= 24'b0;
        end
        else begin
            if (bcd_data[23:20] || point[5]) begin   
                bcd_data_t <= bcd_data;
            end
            else if (bcd_data[19:16] || point[4]) begin  
                bcd_data_t[19:0] <= bcd_data[19:0];
                if (sign) begin
                    bcd_data_t[23:20] <= 4'd11;
                end
                else begin
                    bcd_data_t[23:20] <= 4'd10;
                end
            end
            else if (bcd_data[15:12] || point[3]) begin  
                bcd_data_t[15:0] <= bcd_data[15:0];
                bcd_data_t[23:20] <= 4'd10;
                if (sign) begin
                    bcd_data_t[19:16] <= 4'd11;
                end
                else begin
                    bcd_data_t[19:16] <= 4'd10;
                end
            end
            else if (bcd_data[11:8] || point[2]) begin  
                bcd_data_t[11:0] <= bcd_data[11:0];
                bcd_data_t[23:16] <= {2{4'd10}};
                if (sign) begin
                    bcd_data_t[15:12] <= 4'd11;
                end
                else begin
                    bcd_data_t[15:12] <= 4'd10;
                end
            end
            else if (bcd_data[7:4] || point[1]) begin  
                bcd_data_t[7:0] <= bcd_data[7:0];
                bcd_data_t[23:12] <= {3{4'd10}};
                if (sign) begin
                    bcd_data_t[11:8] <= 4'd11;
                end
                else begin
                    bcd_data_t[11:8] <= 4'd10;
                end
            end
            else begin
                bcd_data_t[3:0] <= bcd_data[3:0];
                bcd_data_t[23:8] <= {4{4'd10}};
                if (sign) begin
                    bcd_data_t[7:4] <= 4'd11;
                end
                else begin
                    bcd_data_t[7:4] <= 4'd10;
                end
            end
        end
    end
    always @(posedge clk or negedge rst_n) begin
        if (!rst_n) begin
            cnt_1ms <= 13'b0;
            cnt_1ms_flag <= 1'b0;
        end
        else if (cnt_1ms < MAX_NUM - 1'b1) begin
            cnt_1ms <= cnt_1ms + 1;
            cnt_1ms_flag <= 1'b0;
        end
        else begin
            cnt_1ms <= 13'b0;
            cnt_1ms_flag <= 1'b1;
        end
    end
    always @(posedge clk or negedge rst_n) begin
        if (!rst_n) begin
            cnt_sel <= 3'b0;
        end
        else if (cnt_1ms_flag) begin
            if (cnt_sel < 3'd5) begin
                cnt_sel <= cnt_sel + 1'b1;
            end
            else begin
                cnt_sel <= 3'b0;
            end
        end
        else begin
            cnt_sel <= cnt_sel;
        end
    end
    always @(posedge clk or negedge rst_n) begin
        if (!rst_n) begin
            seg_sel <= 6'b111111;
            bcd_data_disp <= 4'b0;
            dot_disp <= 1'b1;
        end
        else begin
            if (en) begin
                case (cnt_sel)
                    3'd0 : begin
                        seg_sel <= 6'b111110;
                        bcd_data_disp <= bcd_data_t[3:0];
                        dot_disp <= ~point[0];
                    end
                    3'd1 : begin
                        seg_sel <= 6'b111101;
                        bcd_data_disp <= bcd_data_t[7:4];
                        dot_disp <= ~point[1];
                    end
                    3'd2 : begin
                        seg_sel <= 6'b111011;
                        bcd_data_disp <= bcd_data_t[11:8];
                        dot_disp <= ~point[2];
                    end
                    3'd3 : begin
                        seg_sel <= 6'b110111;
                        bcd_data_disp <= bcd_data_t[15:12];
                        dot_disp <= ~point[3];
                    end
                    3'd4 : begin
                        seg_sel <= 6'b101111;
                        bcd_data_disp <= bcd_data_t[19:16];
                        dot_disp <= ~point[4];
                    end
                    3'd5 : begin
                        seg_sel <= 6'b011111;
                        bcd_data_disp <= bcd_data_t[23:20];
                        dot_disp <= ~point[5];
                    end
                    default : begin
                        seg_sel <= 6'b111111;
                        bcd_data_disp <= 4'b0;
                        dot_disp <= 1;
                    end
                endcase 
            end
            else begin   
                seg_sel <= 6'b111111;
                bcd_data_disp <= 4'b0;
                dot_disp <= 1;
            end
        end
    end
    always @(posedge clk or negedge rst_n) begin
        if (!rst_n) begin
            seg_led <= 8'hff;
        end
        else begin
            case (bcd_data_disp)
                4'd0 : seg_led <= {dot_disp,7'b1000000};
                4'd1 : seg_led <= {dot_disp,7'b1111001};
                4'd2 : seg_led <= {dot_disp,7'b0100100};
                4'd3 : seg_led <= {dot_disp,7'b0110000};
                4'd4 : seg_led <= {dot_disp,7'b0011001};
                4'd5 : seg_led <= {dot_disp,7'b0010010};
                4'd6 : seg_led <= {dot_disp,7'b0000010};
                4'd7 : seg_led <= {dot_disp,7'b1111000};
                4'd8 : seg_led <= {dot_disp,7'b0000000};
                4'd9 : seg_led <= {dot_disp,7'b0010000};
                4'd10: seg_led <= {dot_disp,7'b1000000};   
                4'd11: seg_led <= 8'b10111111;   
                default : seg_led <= 8'hff;
            endcase
        end
    end
    binary2bcd u_binary2bcd (
        .sys_clk (clk),
        .sys_rst_n (rst_n),
        .data (data),
        .bcd_data (bcd_data)
    );
endmodule
==> Changelog: implementation <==
### Changed

* Slew at the pin closest to its max-slew limit at between 800 and 900 ps
* WS Path Type: reg2reg
* First-pass GRT wire length at 22380 microns
* Yosys top cell area share at a little under half
* Count of antenna diodes in the layout at 0
* Clk buf depth at 2
* Async set or reset register ratio after synthesis at 100.0%
* CTS Sinks at 139
* Initial cell density of the core at roughly two fifths
* F_max at 405.8 MHz
* Switching power of the nets at 779.6 uW
* Largest clock skew in the final design at between 7 and 8 ps
* Count of cells resized by post-cts repair at 0
* Y dimension of the die at 130.6 microns
* Area of the synthesized netlist per yosys stat at 0.006618 sq mm
* Last weighted congestion value of the routability-driven placer at 0.8552
* Mean instance size in the synthesized netlist at 10.29 sq um
* Number of warnings in the stage logs at 40
* Fin util at 48.88%
* Internal power component at between 2 and 3 mW
* Area share of xor/xnor cells in the synthesized design at ~2.1%
* Type of the worst min-delay path: reg2reg
* Maximum net fanout on the critical path at 20
* Reg clk slew, reported paths at 60 ps
* Post-synth top cells: dfrtp_1 (124), nand2_1 (66), nor2_1 (63), o21ai_0 (49), inv_1 (34)
* Via total after detailed routing at 4851
* Final count of pins violating max slew at 0
* Horizontal extent of the die at 130.6 microns
* Final count of hold timing violations at 0
* Sequential Power Share at 48.8%
* Top comb family, area: simple AND/OR/NAND/NOR gates
* Status: complete, no violations
* Post-Syn Instances at about 640
* Post-synthesis compound-gate area fraction at 14.26%
* Antenna violations before repair at 0
* Insertion delay to the later sink of the worst-skew pair at 410 ps
* Post-CTS setup buffers at 0
* Simple-gate area share of the yosys netlist at 14.62%
* Boundary Pins at 44
* Count of maximum capacitance violations at 0
* Required time of the worst setup path at 4940 ps
* Grt ovf at 0
* Cells along the critical path: nor3_1 -> nand2_2 -> or4_1 -> nand3_1
* Area growth, synth to finish at 18.19%
* Comb power frac at 11.5%
* Cell type contributing the most total cell area after synthesis: dfrtp_1
* Clock buffers created by TritonCTS at 17
* Core footprint at ~0.016 sq mm
* Slowest-stage cell, CP: nor3_1
* Standby leakage power at 3.328 nW
* H-tree depth at 4
* Via count of the first global-routing pass at 4500
* Clock tree from TritonCTS: done
* Total cells reported by yosys after synthesis at around 640
* Remaining max-slew budget at the tightest pin at a little over two fifths
* Aggregate global-route resource usage at 17.26%
* Most common cell in the netlist: dfrtp_1
* I/O Buffers at 43
* Yosys cell types at about 60
* Portion of the post-synthesis area used by sequential elements at 52.85%
* Power density relative to cell area at 421.6 mW/mm^2
* Mux share at 7.241%
* Cts-stage hold buffer count at 0
* Drt first pass iters at 6
* Total wire length after detailed routing at 13240 microns
* Number of vias per cell after detailed routing at 5.313
* Endpoint class of the critical path: flip-flop
* Count of flip-flops with a built-in enable after synthesis at 0
* Wire length per cell at 14.50 microns
* Routed Antenna Nets at 0
* Share of post-route cells with drive strength above 1 at 13.06%
* Final total negative setup slack at 0 ps
* Pin count of the biggest net entering global routing at 85
* Final worst path period need at between 2000 and 2500 ps
* Share of the clock period used by the worst path at between 50 and 60%
* Cell area after synthesis at 0.006618 sq mm
* CTS root buffer: clkbuf_16
* Startpoint kind of the worst setup timing path: flip-flop
* Total number of placement rows at ~46
* Post-synth area hogs: dfrtp_1 (47%), dfstp_2 (6.0%), ha_1 (4.9%), mux2_2 (3.9%), nand2_1 (3.7%)
* Number of failing setup endpoints in the final timing report at 0
* Arrival time worst endpoint at 2800 ps
* Final HPWL from detailed placement at between 9000 and 10000 microns
* DRT iter0 DRCs at 327
* Share of power burned in the clock network at 39.7%
* Die Footprint at 0.01706 sq mm
* Count of warnings emitted by yosys at 2
* Switching fraction of total power at 23.64%
* DRC viols at 0
* Leading register cell type out of synthesis: dfrtp_1
* Post-synthesis sequential element count at 139
* Share of synthesized cell area in full adder, half adder and majority cells at 4.916%
* RSZ-0062 raised after global routing: false
* Slowest stage delay, CP at 660 ps
* Maximum ir drop on the vdd rail at 271.8 uV
==> critical path, delay by kind of cell, from the launching register on <==
family / cells / cell delay, ps
simple gates: 4 / 1750
flops: 1 / 640
==> area by class of cell <==
cell class / instances / area [sq um]
fill: 1402 / 8179
sequential: 139 / 3497
multi-input combinational: 441 / 2864
timing repair buffer: 51 / 491.7
clock buffer: 22 / 454.2
tap: 216 / 270.3
inverter: 34 / 127.6
clock inverter: 10 / 116.4
==> per-stage QoR <==
step	hold WS (ps)	area (sq um)	worst slack, ps	cells	total power, mW
after floorplan	350.1	6618	2477	643	1.824
after global placement	358.7	7251	1872	881	2.001
after detailed placement	361.2	7251	1801	881	2.014
after CTS	374.5	7821	2151	913	3.334
after global routing	393.8	7821	1938	913	3.480
final	373.8	7821	2136	913	3.297
==> state kept, by name (all words and copies together) (netlist names) <==
register                 count
u_binary2bcd.data_shift     44
seg_sel                      6
dot_disp                     1
seg_led                      8
u_binary2bcd.shift_flag      1
cnt_sel                      3
u_binary2bcd.bcd_data       24
cnt_1ms                     16
bcd_data_disp                4
cnt_1ms_flag                 1
bcd_data_t                  24
u_binary2bcd.cnt_shift       7
==> power groups by stage <==
stage / Sequential [mW] / Clock, mW / Combinational [mW]
6_report: 1.61 / 1.31 / 0.378
4_1_cts: 1.61 / 1.34 / 0.384
5_1_grt: 1.64 / 1.40 / 0.434
==> cells in the final DEF, fill, tap and decap left out, types with 8 or more instances in the layout <==
| cell type | count |
|---|---|
| buf_4 | 8 |
| a31oi_1 | 12 |
| dfstp_2 | 15 |
| nor2_1 | 62 |
| mux2i_1 | 22 |
| o21ai_1 | 10 |
| xnor2_1 | 9 |
| a21oi_1 | 9 |
| o31ai_1 | 10 |
| clkbuf_16 | 17 |
| ha_1 | 26 |
| dfrtp_1 | 124 |
| nand2_1 | 66 |
| mux2_2 | 23 |
| o21ai_0 | 49 |
| clkdlybuf4s50_1 | 42 |
| inv_1 | 34 |
| nor3_1 | 13 |
| o22ai_1 | 11 |
| nand3_1 | 22 |
| nand2b_1 | 14 |
==> final timing paths <==
check | startpoint | endpoint | slack (ps) | depth (start not counted)
setup / recovery | u_binary2bcd.shift_flag$_DFF_PN0_ | u_binary2bcd.data_shift[40]$_DFFE_PN0P_ | 2140 | 4
hold / removal | u_binary2bcd.bcd_data[3]$_DFFE_PN0N_ | bcd_data_t[3]$_DFF_PN0_ | 370 | 0
setup reg to reg | u_binary2bcd.shift_flag$_DFF_PN0_ | u_binary2bcd.data_shift[40]$_DFFE_PN0P_ | 2140 | 4
hold reg to reg | u_binary2bcd.bcd_data[3]$_DFFE_PN0N_ | bcd_data_t[3]$_DFF_PN0_ | 370 | 0
max in group asynchronous | rst_n | u_binary2bcd.cnt_shift[4]$_DFFE_PN0P_ | 3170 | 2
min in group asynchronous | rst_n | bcd_data_disp[3]$_DFF_PN0_ | 570 | 1
==> kinds of logic after synthesis <==
logic type	after synthesis
fa+ha+maj	26
flops	139
simple gates	209
compound gates	145
buf+inv	63
xor+xnor	16
mux	45
==> layer usage <==
layer / part of all wire [%] / wire length (microns) / vias up / track usage [%]
met5: 0 / 0 / - / 0
met4: 1.5 / 199 / 0 / 2.975
met3: 5.7 / 761 / 16 / 3.690
met2: 46 / 6042 / 154 / 26.02
met1: 47 / 6236 / 2330 / 26.95
li1: - / - / 2351 / -
Power and IR drop assume default switching activity.
