==> ./design.v <==
module alarm(
    input clk,
    input rst_n,
    input [2:0] sys_status,
    input [19:0] offset,
    input [3:0] neg_keys_filtered,
    input [19:0] cnt_i,  
    output reg [19:0] cnt_alm,
    output reg reach_alarm_time
);
    parameter S_ALARMTUNING = 3'd5;
    parameter K_CONFIRM = 4'b1000;
    parameter OFFSET_INIT = 20'h7ffff;   
    localparam ALARM_OFF = 20'd86_400;    
    localparam SEC_PER_DAY = 20'd86400;  
    reg [19:0] abs_offset;
    reg [19:0] cnt_tmp;
    always @(posedge clk or negedge rst_n) begin
        if (!rst_n) begin
            abs_offset <= 20'b0;
        end
        else begin
            if (sys_status == S_ALARMTUNING) begin
                if (offset < OFFSET_INIT) begin  
                    abs_offset <= OFFSET_INIT - offset;
                end
                else begin   
                    abs_offset <= offset - OFFSET_INIT;
                end
            end
        end
    end
    always @(posedge clk or negedge rst_n) begin
        if (!rst_n) begin
            cnt_alm <= ALARM_OFF;
        end
        else begin
            if (sys_status == S_ALARMTUNING) begin
                if (offset < OFFSET_INIT) begin  
                    if (cnt_tmp < abs_offset) begin
                        cnt_alm <= ALARM_OFF;
                    end
                    else begin
                        cnt_alm <= cnt_tmp - abs_offset;
                    end
                end
                else begin   
                    if (cnt_tmp + abs_offset > SEC_PER_DAY) begin
                        cnt_alm <= ALARM_OFF;
                    end
                    else begin
                        cnt_alm <= cnt_tmp + abs_offset;
                    end
                end
            end
            else begin
                cnt_alm <= cnt_tmp;
            end
        end
    end
    always @(posedge clk or negedge rst_n) begin
        if (!rst_n) begin
            cnt_tmp <= ALARM_OFF;
        end
        else begin
            if (sys_status == S_ALARMTUNING && neg_keys_filtered == K_CONFIRM) begin
                cnt_tmp <= cnt_alm;
            end
        end
    end
    always @(posedge clk or negedge rst_n) begin
        if (!rst_n) begin
            reach_alarm_time <= 20'b0;
        end
        else begin
            if (cnt_i == cnt_alm) begin
                reach_alarm_time <= 20'b1;
            end
            else begin
                reach_alarm_time <= 20'b0;
            end
        end
    end
endmodule
module cnt2time(
    input clk,
    input rst_n,
    input [19:0] cnt_i,
    output reg [19:0] data
);
    reg [5:0] seconds;
    reg [5:0] minutes;
    reg [5:0] hours;
    always @(posedge clk or negedge rst_n) begin
        if (!rst_n) begin
            data <= 20'b0;
        end
        else begin
            seconds = cnt_i % 60;
            minutes = cnt_i / 60 % 60;
            hours = cnt_i / 3600 % 24;
            data <= hours * 10000 + minutes * 100 + seconds;
        end
    end
endmodule
module cntalm2time(
    input clk,
    input rst_n,
    input [19:0] cnt_i,
    output reg [19:0] data
);
    reg [5:0] seconds;
    reg [5:0] minutes;
    reg [5:0] hours;
    always @(posedge clk or negedge rst_n) begin
        if (!rst_n) begin
            data <= 20'b0;
        end
        else begin
            seconds = cnt_i % 60;
            minutes = cnt_i / 60 % 60;
            hours = cnt_i / 3600 % 25;
            data <= hours * 10000 + minutes * 100 + seconds;
        end
    end
endmodule
module count(
    input clk,
    input rst_n,
    input [2:0] sys_status,
    input [19:0] offset,
    input [3:0] neg_keys_filtered,
    output [19:0] data,
    output reg [5:0] point,
    output reg en,
    output reg sign,
    output [19:0] alarm_data,
    output reach_alarm_time
    );
    parameter MAX_NUM = 26'd50_000_000;  
    parameter S_INIT = 3'd0;
    parameter S_NORM = 3'd1;
    parameter S_TUNESEL = 3'd2;
    parameter S_TUNING  = 3'd3;
    parameter S_TUNEALARM = 3'd4;
    parameter S_ALARMTUNING = 3'd5;
    parameter S_ALARMING = 3'd6;
    parameter K_CONFIRM = 4'b1000;
    parameter OFFSET_INIT = 20'h7ffff;   
    localparam SEC_PER_DAY = 20'd86400;  
    localparam RUNNING  = 1'b1;
    localparam STOPPING = 1'b0;
    reg [19:0] cnt_i;
    reg [25:0] cnt_100ms;
    reg cnt_100ms_flag;
    reg run;
    reg [19:0] abs_offset;
    reg [19:0] cnt_j;
    wire [19:0] cnt_alm;
    always @(posedge clk or negedge rst_n) begin
        if (!rst_n) begin
            run <= STOPPING;
        end
        else begin
            case (sys_status)
                S_INIT:        run <= STOPPING;
                S_NORM:        run <= RUNNING;
                S_TUNESEL:     run <= STOPPING;
                S_TUNING:      run <= STOPPING;
                S_TUNEALARM:   run <= RUNNING;
                S_ALARMTUNING: run <= RUNNING;
                S_ALARMING:    run <= RUNNING;
                default:       run <= run;
            endcase
        end
    end
    always @(posedge clk or negedge rst_n) begin
        if (!rst_n) begin
            cnt_100ms <= 26'b0;
            cnt_100ms_flag <= 1'b0;
        end
        else if (cnt_100ms < MAX_NUM - 1'b1) begin
            cnt_100ms <= cnt_100ms + 1'b1;
            cnt_100ms_flag <= 1'b0;
        end
        else begin
            cnt_100ms <= 26'b0;
            cnt_100ms_flag <= 1'b1;
        end
    end
    always @(posedge clk or negedge rst_n) begin
        if (!rst_n) begin
            abs_offset <= 20'b0;
        end
        else begin
            if (sys_status == S_TUNING) begin
                if (offset < OFFSET_INIT) begin  
                    abs_offset <= OFFSET_INIT - offset;
                end
                else begin   
                    abs_offset <= offset - OFFSET_INIT;
                end
            end
        end
    end
    always @(posedge clk or negedge rst_n) begin
        if (!rst_n) begin
            cnt_i <= 20'b0;
        end
        else begin
            if (cnt_100ms_flag) begin
                if (cnt_i < SEC_PER_DAY) begin
                    if (run == 1'b1) begin
                        cnt_i <= cnt_i + 1'b1;
                    end
                    else begin
                        cnt_i <= cnt_i;
                    end
                end
                else begin
                    cnt_i <= 20'b0;
                end
            end
            if (sys_status == S_TUNING && neg_keys_filtered == K_CONFIRM) begin
                cnt_i <= cnt_j;
            end
        end
    end
    always @(posedge clk or negedge rst_n) begin
        if (!rst_n) begin
            cnt_j <= 20'b0;
        end
        else begin
            if (sys_status == S_TUNING) begin
                if (offset < OFFSET_INIT) begin  
                    if (cnt_i < abs_offset) begin
                        cnt_j <= cnt_j;
                    end
                    else begin
                        cnt_j <= cnt_i - abs_offset;
                    end
                end
                else begin   
                    if (cnt_i + abs_offset > SEC_PER_DAY) begin
                        cnt_j <= cnt_j;
                    end
                    else begin
                        cnt_j <= cnt_i + abs_offset;
                    end
                end
            end
            else begin
                cnt_j <= cnt_i;
            end
        end
    end
    cnt2time u_cnt2time (
        .clk(clk),
        .rst_n(rst_n), 
        .cnt_i(cnt_j),
        .data(data)
    );
    alarm #(
        .S_ALARMTUNING(S_ALARMTUNING),
        .K_CONFIRM(K_CONFIRM),
        .OFFSET_INIT(OFFSET_INIT)
    ) u_alarm (
        .clk(clk),
        .rst_n(rst_n),
        .sys_status (sys_status),
        .offset (offset),
        .neg_keys_filtered (neg_keys_filtered),
        .cnt_i(cnt_j),
        .cnt_alm (cnt_alm),
        .reach_alarm_time (reach_alarm_time)
    );
    cntalm2time u_cntalm2time (
        .clk(clk),
        .rst_n(rst_n), 
        .cnt_i(cnt_alm),
        .data(alarm_data)
    );
    always @(posedge clk or negedge rst_n) begin
        if (!rst_n) begin
            point <= 6'b010100;
            en <= 1'b0;
            sign <= 1'b0;
        end
        else begin
            point <= 6'b010100;
            en <= 1'b1;
            sign <= 1'b0;
        end
    end
endmodule
==> ./run.sh <==
#!/bin/bash
# OpenROAD 26Q1-2900-gdf79404cd8, Yosys 0.63+post, stock flow scripts
make -C /OpenROAD-flow-scripts/flow DESIGN_CONFIG=/design/flow/config.mk WORK_HOME=/design/flow/orfs finish
==> ./config.mk <==
export PLATFORM = sky130hd
export DESIGN_NAME = count
export DESIGN_NICKNAME = count
export VERILOG_FILES = /design/flow/design.v
export SDC_FILE = /design/flow/constraint.sdc
export NUM_CORES = 4
export LEC_CHECK = 1
export CORE_UTILIZATION = 30
==> ./constraint.sdc <==
current_design count

set clk_period 19.5
set clk_io_pct 0.2

create_clock -name clk0 -period $clk_period [get_ports {clk}]

set non_clock_inputs [all_inputs -no_clocks]
set_input_delay [expr $clk_period * $clk_io_pct] -clock clk0 $non_clock_inputs
set_output_delay [expr $clk_period * $clk_io_pct] -clock clk0 [all_outputs]
==> summary.txt <==
Flow results follow.

Sorting the synthesized cells by area gives the leading types as sky130_fd_sc_hd__dfrtp_1 (19%), sky130_fd_sc_hd__ha_1 (12%), sky130_fd_sc_hd__xnor2_1 (6.0%). The peak clock frequency supported by timing is 0.0644 GHz. The relative area change from synthesis to final layout is 9.69%.

The sequential cells in the finished layout cover a total of 0.00477 sq mm. Measured on the finished design, the core utilization comes to 33.4%. The number of placement rows is 103. The endpoint arrival time on the critical path is 15.88 ns. The share of async-settable or async-resettable flops after synthesis is 100%. For the worst setup path, the data required time is 19.85 ns. The via count of the routed design is 21889. In this run, synthesis inferred 0 flip-flops with an integrated enable. The number of diodes is 0. The number of global-route vias before repair is 20466.

The post-route fraction of the period consumed by the critical path is 79.7%. The number of buffers inserted by post-CTS setup repair is 0. Before antenna repair, the detailed router went through 5 iterations. CTS reports a maximum clock tree buffer depth of 2. The first global-routing pass estimated 106 mm of wire. Counting tap cells, the placed design contains a total of 4108 instances. The number of nets with antenna violations after detailed routing is 0. The gate count of the mapped netlist is 3103. After the flow finishes, the layout carries non-filler instances totaling 4140.

The count of hold buffers inserted by post-cts repair is 0. The synthesis report names the predominant flop master as sky130_fd_sc_hd__dfrtp_1.

The mean area per synthesized cell is 7.77 sq um. The skew report gives the latency at the later pin of the worst-skew pair as 0.50 ns. The post-detailed-route wirelength per cell is 15.3 microns. Input and output buffers added on the ports amount to 70. STA classifies the critical path endpoint as a register. The post-placement setup slack is 3.97 ns. The summed standard-cell area reported by yosys is 0.0241 sq mm. The total wire length is 63.4 mm. The cell that appears most often on the critical path is sky130_fd_sc_hd__ha_1. The Yosys step of the flow raised 4 warnings.

The residual overflow from global routing is 0. The number of antenna violations at the first check in global routing is 2. The final routed DRC violation total is 0. The worst setup path category is reg -> reg. The category of the worst setup path launch point is a register. The hold violation count in the final report is 0. Among all stages on the critical path, the largest delay is contributed by sky130_fd_sc_hd__o41ai_2. The die width is 285 microns.

In the floorplan report the effective utilization is 30.4%. The total die size is 0.0815 sq mm. The top fanout value on the critical path is 24.

The timing report gives the clock slew at the launch and capture registers of the worst setup and hold paths as 0.08 ns. Entering global routing, the biggest net connects 122 pins. Looking at the max-slew report, the worst-margin pin has a slew of 0.960 ns. The finished layout cell area is 0.0264 sq mm. After filler insertion, the fill cell instance count of the layout stands at 8252. The clock arrives with 0.0114 ns of skew.

The number of cells in Yosys stat is 3103. The run finished with clean final reports. Per the synthesis report, the single largest cell type by area occupies 18.7% of cell area. The HPWL after detailed placement is 47.8 mm.

The tool flagged a number of max-cap violations equal to 0. Counting pins that exceed their max-slew limit in the final report gives 0. The number of distinct library cells after synthesis is 120.

The routability congestion estimate is 0.925. The final-report setup violation count is 0. Per the final layout report, the fraction of cells sized above drive strength 1 comes to 6.44%.

The total placed instance area is 0.0258 sq mm. Per the synthesis report, the dominant area consumer among library cells is sky130_fd_sc_hd__dfrtp_1. The type recorded for the worst min-delay path is reg -> reg. The clock period could shrink to 15.53 ns. The part of the Yosys area used for sequential elements is 19.8%. Synthesis inferred 190 register bits. The number of sinks driven by the clock tree is 190. The worst relative slew slack is 34.3%. Setup repair after global routing left no endpoint under its margin.

In this run the tools logged warnings totalling 78. The number of clock buffers added by TritonCTS is 17. The smallest setup slack after layout is 3.97 ns. After routing, the total negative slack on setup checks comes to 0 ns.

After detailed routing, the number of vias per cell comes to 5.29. In this design, the stage delay of the slowest critical-path cell is 0.89 ns. The quantity of gates resized following cts is 0. The smallest hold slack is 0.483 ns.

After synthesis the cells add up to 0.0241 sq mm. The CTS tree is built. The multi-input combinational cells in the finished layout cover a total of 0.0180 sq mm. The buffer cell driving the clock tree root is sky130_fd_sc_hd__clkbuf_16.

In this run, the number of DRC markers left after iteration 0 of detailed routing was 1343. The total routing usage reported by global routing is 16.0%. The vertical die dimension is 285 microns. The I/O pin total is 78. The area of the core is 0.0793 sq mm. CTS built an H-tree with a depth of 4.
-- critical path: cells and delay by family, from the launching register on --
family / cells / cell delay [ns]
AND-OR/OR-AND: 21 / 6.15
XOR/XNOR: 9 / 2.02
adder cells (fa/ha/maj): 7 / 2.39
buffers and inverters: 6 / 0.87
flip-flops: 1 / 0.68
multiplexers: 1 / 0.38
AND/OR/NAND/NOR: 10 / 2.88
-- placed cells by master (no fill, tap or decap), drive strengths merged, types with 12 or more instances in the layout --
cell type / instances
nand2: 274
nor2: 271
a21oi: 247
ha: 223
o21ai: 217
inv: 201
dfrtp: 180
xnor2: 168
nand3: 91
xor2: 88
o21bai: 70
clkdlybuf4s50: 69
nor3: 62
a21o: 57
mux2i: 50
and3: 47
buf: 40
mux2: 36
and2: 34
o31ai: 29
a31oi: 29
or2: 29
fa: 28
or3: 27
nor2b: 27
a211oi: 26
o21a: 25
nand4: 24
nor4: 24
o211ai: 23
nand2b: 23
maj3: 22
nor3b: 20
or4: 19
clkbuf: 18
o221ai: 17
o22ai: 17
a211o: 15
a21boi: 12
-- cell type report --
class | instances | share of cell area [%]
Sequential cell | 190 | 18.0
Multi-Input combinational cell | 2562 | 68.1
Clock inverter | 15 | 0.710
Tap cell | 1050 | 4.97
Inverter | 196 | 2.78
Clock buffer | 17 | 1.61
Timing Repair Buffer | 110 | 3.85
-- state kept, by name, summed over array words and instances, names as in the netlist --
signal                    count
cnt_100ms                    26
abs_offset                   20
cnt_i                        20
cnt_j                        20
u_alarm.abs_offset           20
u_alarm.cnt_alm              20
u_alarm.cnt_tmp              20
u_cnt2time.data              20
u_cntalm2time.data           20
cnt_100ms_flag                1
en                            1
run                           1
u_alarm.reach_alarm_time      1
-- final timing paths --
| check | to | startpoint | slack, ns | cells past startpoint |
|---|---|---|---|---|
| worst max-delay path | u_cnt2time.data[18]$_DFF_PN0_ | cnt_j[14]$_DFFE_PN0P_ | 3.97 | 54 |
| worst min-delay path | cnt_100ms[0]$_DFF_PN0_ | cnt_100ms[0]$_DFF_PN0_ | 0.48 | 1 |
| worst max register to register | u_cnt2time.data[18]$_DFF_PN0_ | cnt_j[14]$_DFFE_PN0P_ | 3.97 | 54 |
| worst min register to register | cnt_100ms[0]$_DFF_PN0_ | cnt_100ms[0]$_DFF_PN0_ | 0.48 | 1 |
| max in group asynchronous | abs_offset[6]$_DFFE_PN0P_ | rst_n | 14.97 | 2 |
| min in group asynchronous | u_cntalm2time.data[13]$_DFF_PN0_ | rst_n | 3.39 | 1 |
-- synth_stat cells, drive strengths merged (17+ instances only) --
cell type    n
inv        195
xor2        88
o21bai      70
buf         40
nand4       24
nand2b      23
nor3b       20
a21oi      247
nor4        24
nand3       91
a31oi       29
or3         27
dfrtp      180
clkbuf     121
nor3        62
mux2i       50
maj3        22
ha         223
and2        34
o21ai      217
o21a        25
or4         19
nor2b       27
and3        47
o22ai       17
mux2        36
fa          28
a21o        57
o31ai       29
nand2      274
nor2       271
xnor2      168
o221ai      17
or2         29
a211oi      26
o211ai      23
-- routing by layer --
layer  part of all wire (%)  up-vias  wire [microns]  global-route usage (%)
met4                    1.8        0            1170                    2.78
met5                      0        -               0                       0
met2                     46      421           29100                    25.8
met3                    4.2       63            2650                    1.92
met1                     48    10280           30400                    23.4
li1                       -    11125               -                       -
-- kinds of logic (layout without fill, tap and decap cells) --
group | Yosys count | after routing | share of synthesized area [%]
AND-OR/OR-AND | 934 | 934 | 26.0
XOR/XNOR | 257 | 257 | 9.49
adder cells (fa/ha/maj) | 273 | 273 | 14.8
buffers and inverters | 357 | 338 | 5.77
flip-flops | 190 | 190 | 19.8
multiplexers | 86 | 86 | 3.82
other | 2 | 8 | 0.0311
AND/OR/NAND/NOR | 1004 | 1004 | 20.4
