==> design.v <==
module batch_debounce(
    input clk,
    input rst_n,
    input [3:0] keys,
    output [3:0] neg_keys_filtered
);
    reg [3:0] keys_filter_d0;
    wire [3:0] keys_filtered;
    assign neg_keys_filtered = (~keys_filtered) & keys_filter_d0;
    always @(posedge clk or negedge rst_n) begin
        if (!rst_n) begin
            keys_filter_d0 <= 4'b1111;
        end
        else begin
            keys_filter_d0 <= keys_filtered;
        end
    end
    key_debounce u_key_debounce1(
        .clk(clk), 
        .rst_n(rst_n),
        .key(keys[0]),
        .key_filtered(keys_filtered[0])
    );
    key_debounce u_key_debounce2(
        .clk(clk), 
        .rst_n(rst_n),
        .key(keys[1]),
        .key_filtered(keys_filtered[1])
    );
    key_debounce u_key_debounce3(
        .clk(clk), 
        .rst_n(rst_n),
        .key(keys[2]),
        .key_filtered(keys_filtered[2])
    );
    key_debounce u_key_debounce4(
        .clk(clk), 
        .rst_n(rst_n),
        .key(keys[3]),
        .key_filtered(keys_filtered[3])
    );
endmodule
module key_debounce(
    input clk,
    input rst_n,
    input key,
    output reg key_filtered
);
    parameter CNT_MAX = 20'd1_000_000;    
    reg [19:0] cnt;
    reg key_d0;
    reg key_d1;
    always @(posedge clk or negedge rst_n) begin
        if (!rst_n) begin
            key_d0 <= 1'b1;
            key_d1 <= 1'b1;
        end
        else begin
            key_d0 <= key;
            key_d1 <= key_d0;
        end
    end
    always @(posedge clk or negedge rst_n) begin
        if (!rst_n) begin
            cnt <= 20'd0;
        end
        else begin
            if (key_d1 != key_d0) begin  
                cnt <= CNT_MAX;
            end
            else begin   
                if (cnt > 20'd0) begin
                    cnt <= cnt - 1'b1;
                end
                else begin
                    cnt <= 20'd0;
                end
            end
        end
    end
    always @(posedge clk or negedge rst_n) begin
        if (!rst_n) begin
            key_filtered <= 1'b1;
        end
        else if (cnt == 20'd1) begin
            key_filtered <= key_d1;
        end
        else begin
            key_filtered <= key_filtered;
        end
    end
endmodule
==> run.sh <==
#!/bin/bash
# OpenROAD 26Q1-2900-gdf79404cd8, Yosys 0.63+post, stock flow scripts
make -C /OpenROAD-flow-scripts/flow DESIGN_CONFIG=/design/flow/config.mk WORK_HOME=/design/flow/orfs finish
==> config.mk <==
export PLATFORM = sky130hd
export DESIGN_NAME = batch_debounce
export DESIGN_NICKNAME = batch_debounce
export VERILOG_FILES = /design/flow/design.v
export SDC_FILE = /design/flow/constraint.sdc
export NUM_CORES = 4
export LEC_CHECK = 1
export CORE_UTILIZATION = 40
==> constraint.sdc <==
current_design batch_debounce

set clk_period 4.4
set clk_io_pct 0.2

create_clock -name clk0 -period $clk_period [get_ports {clk}]

set non_clock_inputs [all_inputs -no_clocks]
set_input_delay [expr $clk_period * $clk_io_pct] -clock clk0 $non_clock_inputs
set_output_delay [expr $clk_period * $clk_io_pct] -clock clk0 [all_outputs]
==> run_results.csv <==
group,metric,value,unit
cells_and_area,fin_util,0.465,
clocking,clockBufferDepth,2,
setup_path,crit_arrival,1.44,ns
drt,wl_per_cell,13.8,um
clocking,ctsResizeCount,0,
place,dp_slack,2.11,ns
global_route,grt_max_degree,52,
die,die_y,112,um
timing,max_freq,0.431,GHz
yosys,yosys.stat.seqShare,0.501,
hold_path,hold_class,"reg -> reg",
timing,relSlewSlack,0.443,
drt,dr_total_vias,3489,
power_and_ir_drop,switching_power,0.831,mW
power_and_ir_drop,p_int,1.69,mW
clocking,htreeDepth,3,
status,status,"finished clean",
setup_path,rrSetupSlack,2.12,ns
yosys,async_flop_share,1.00,
yosys,edf_count,0,
setup_path,max_stage_delay,0.51,ns
yosys,ys_ff,96,
power_and_ir_drop,p_comb_frac,0.231,
die,io_pins,10,
global_route,grt_overflow,0,
timing,worst_pin_slew,0.828,ns
setup_path,required,3.52,ns
clocking,root_buffer,"clkbuf_16",
cells_and_area,area.growth.synth_to_final,11.8,%
job,warnings,33,
die,num_rows,39,
clocking,cts_buffers,9,
yosys,ys_cells,472,
drt,drtIter0Drc,203,
clocking,postCtsSetupRepairBufs,0,
clocking,clock-sinks,96,
place,port_buffers,9,
yosys,mux_area_frac,0.00932,
drt,vias_per_cell,5.49,
timing,maxSlewViolCount,0,
yosys,ys_sh_xor,0.0997,
yosys,top_logic_kind,"simple AND/OR/NAND/NOR gates",
clocking,hold_buffers,0,
setup_path,cp_max_fo,1,
yosys,simple_gate_area_frac,0.256,
yosys,synthFlopType,"dfrtp_1",
yosys,synth_area,0.00483,mm2
yosys,ys_area,0.00483,mm2
timing,hold_viol,0,
setup_path,path_class,"reg -> out",
cells_and_area,layout-drive-gt1-share,0.120,
setup_path,r2r_end,"u_key_debounce3.cnt[3]",
hold_path,worst_hold_startpoint,"u_key_debounce3.key_filtered",
global_route,grt_pass1_wl,15600,um
setup_path,endpoint_kind,"output pin",
drt,diodes,0,
timing,finalSetupViolCount,0,
timing,rsz0062_at_grt,"false",
yosys,avgSynthCellArea,10.2,um2
setup_path,start_kind,"flip-flop",
timing,finalSetupTns,0,ns
drt,ant_nets,0,
die,die-width,112,um
timing,fin_ws,2.08,ns
yosys,yosysWarnings,2,
drt,wl,8760,um
drt,firstDrtPassIters,4,
place,dpl.hpwl,5770,um
clocking,clk_pin_slew,0.06,ns
global_route,antenna_found_initial,0,
die,core_region_area,0.0116,mm2
timing,period_needed,2.32,ns
clocking,clk-insertion-delay-late,0.34,ns
setup_path,crit_chain,"nor2b_1 > clkdlybuf4s50_1",
place,place_area,0.00511,mm2
cells_and_area,design_area,0.00541,mm2
power_and_ir_drop,swShare,0.329,
job,max_cap_viol_count,0,
drt,drcViolationCount,0,
die,die_area,0.0125,mm2
cells_and_area,n_fill_cell,1021,
timing,fin_worst_skew,0.00415,ns
yosys,syn_inst,472,
timing,finalClockPeriodUsage,0.528,
power_and_ir_drop,ir_worst_vdd,244,uV
power_and_ir_drop,p_per_area,467,mW/mm2
power_and_ir_drop,p_clk_frac,0.308,
die,initCoreUtil,0.416,
hold_path,min_path_cells,0,
global_route,grt_use_total,0.155,
power_and_ir_drop,p_seq_frac,0.461,
setup_path,crit_slowest_cell,"dfstp_2",
global_route,grt_pass1_vias,3379,
yosys,yosys.area_share.aoi,0.0823,
setup_path,reg2regPathDepth,5,
clocking,cts_tree,"yes",
power_and_ir_drop,leakage,2.06,nW
yosys,ys_types,53,
setup_path,r2r-start,"u_key_debounce3.cnt[13]",
hold_path,hold_end,"keys_filter_d0[2]",
place,routabilityCongestion,0.807,
yosys,yosys.area_share.adder,0.0311,
## sequential cells by signal, indices dropped and copies added (netlist names), 4 cells and up
name / count
u_key_debounce2.cnt: 20
keys_filter_d0: 4
u_key_debounce4.cnt: 20
u_key_debounce1.cnt: 20
u_key_debounce3.cnt: 20
## cell families after synthesis
group,after synthesis
XOR/XNOR,55
buffers and inverters,24
adder cells (fa/ha/maj),12
AND/OR/NAND/NOR,223
multiplexers,4
AND-OR/OR-AND,58
flip-flops,96
## routing by layer
metal  wire length [um]  up-vias  GRT usage
met1               4550     1704      0.242
met4                 93        0     0.0117
met3                292        8     0.0299
met2               3830       47      0.245
li1                   -     1730          -
met5                  0        -          0
## placed cells by master, fill, tap and decap left out, types with 10 or more instances in the layout
master,count
a21oi_1,10
buf_4,10
dfrtp_1,80
dfstp_2,16
ha_1,12
inv_1,11
nand2_1,19
nand3_1,16
nand4_1,14
nor2_1,74
nor3_1,25
nor4_1,16
o21ai_0,15
xnor2_1,20
xor2_1,35
## power groups by stage
stage,Sequential (mW),Combinational [mW],Clock (mW)
6_report,1.16,0.583,0.778
5_1_grt,1.18,0.664,0.838
4_1_cts,1.16,0.588,0.803
## Yosys cell counts, types with 2 or more instances
cell type   n  area, um2
a211oi_1    4       30.0
a21oi_1    10       50.1
a311oi_1    3       26.3
a31oi_1     4       25.0
and2_1      2       12.5
and3_1      3       18.8
and4_1      2       17.5
buf_2       3       15.0
clkbuf_1    9       33.8
dfrtp_1    80       2000
dfstp_2    16        420
ha_1       12        150
inv_1      11       41.3
mux2_2      4       45.0
nand2_1    19       71.3
nand2b_1    6       37.5
nand3_1    16       80.1
nand3b_1    2       15.0
nand4_1    14       87.6
nand4b_1    9       78.8
nor2_1     74        278
nor2b_1     6       37.5
nor3_1     25        125
nor3b_1     3       22.5
nor4_1     16        100
nor4_2      5       62.6
nor4b_1     2       17.5
o21ai_0    15       75.1
o31ai_1     9       67.6
or3_1       5       31.3
or4_1       8       60.1
xnor2_1    20        175
xor2_1     35        307
## layout make-up
type	count	area [um2]	area share
flip-flops and latches	96	2420	0.448
clock inverters	7	72.6	0.0134
multi-input cells	352	2310	0.427
clock buffers	9	225	0.0417
inverters	11	41.3	0.00764
well taps	143	179	0.0331
repair buffers	18	155	0.0287
## per-stage QoR
stage | instances | hold WS, ns | power (mW)
finish | 636 | 0.375 | 2.52
global placement | 620 | 0.363 | 1.74
global route | 636 | 0.383 | 2.69
floorplan | 472 | 0.359 | 1.60
CTS | 636 | 0.378 | 2.55
detailed placement | 620 | 0.364 | 1.75
## worst max-delay path: cells and delay by family (launching register included)
kind          cells  cell delay [ns]
buf+inv           1             0.47
flops             1             0.51
simple gates      1             0.12
## worst max path at each step
stage,from,end,cells after the start
finish,keys_filter_d0[3],neg_keys_filtered[3],2
global route,u_key_debounce3.cnt[14],u_key_debounce3.cnt[4],5
CTS,keys_filter_d0[3],neg_keys_filtered[3],2
Power is estimated from default activity; no workload was simulated.
